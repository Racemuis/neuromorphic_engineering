`/design/flow/design.v`:
```
module FIFO_buffer(clk, reset, FIFO_in, read_en, write_en, FIFO_out, FIFO_full, FIFO_empty);
		parameter 	VECTOR_WIDTH = 5, 
						FIFO_DEPTH = 4,
						FIFO_SIZE = 2**FIFO_DEPTH;
		input clk, reset, read_en, write_en;			 
		input [VECTOR_WIDTH-1:0] FIFO_in; 				 
		output FIFO_full, FIFO_empty;						 
		output reg [VECTOR_WIDTH-1:0] FIFO_out;		 
		reg [VECTOR_WIDTH-1:0] buffer [FIFO_SIZE:0];  
		reg [FIFO_DEPTH:0] read_ptr = 0;					 
		reg [FIFO_DEPTH:0] write_ptr = 0;				 
		assign FIFO_empty = (read_ptr == write_ptr)? 1'b1:1'b0; 
		assign FIFO_full = (write_ptr == (read_ptr - 1)%FIFO_SIZE)? 1'b1:1'b0;  
		always @ (posedge clk, posedge reset)
		begin
			if(reset)
				write_ptr <= 0;
			else if(write_en && !FIFO_full)
					begin
					buffer[write_ptr] <= FIFO_in;
					write_ptr <= (write_ptr+1)%FIFO_SIZE;
					end
		end
		always @ (negedge clk, posedge reset)
		begin
			if(reset)
					read_ptr <= 0;
			else if(read_en && !FIFO_empty)
				begin
				FIFO_out <= buffer[read_ptr];
				read_ptr <= (read_ptr + 1)%FIFO_SIZE;
				end
		end
endmodule 
module FIFO_buffer_testbench();
		reg clk, reset, read_en, write_en;
		wire FIFO_full, FIFO_empty;
		reg [4:0] FIFO_in;
		wire [4:0] FIFO_out;
		integer i;
		FIFO_buffer dut  (.clk(clk),
								.reset(reset),
								.FIFO_in(FIFO_in),
								.read_en(read_en),
								.write_en(write_en),
								.FIFO_out(FIFO_out),
								.FIFO_full(FIFO_full),
								.FIFO_empty(FIFO_empty)
							  );
		initial begin
			reset = 1'b0;
			FIFO_in  = 5'b00000;
			read_en  = 1'b0;
			write_en  = 1'b0;    
			#10;
			write_en  = 1'b1;			 
			FIFO_in  = 5'b00001;
			#20;
			FIFO_in  = 5'b00010;
			#20;
			FIFO_in  = 5'b00011;
			read_en  = 1'b1; 			 
			#20
			FIFO_in  = 5'b00100;
			#20;
			FIFO_in  = 5'b00101;
			read_en  = 1'b0;			 
			#20;
			FIFO_in  = 5'b00110;
			#20
			write_en  = 1'b0;			 
			read_en  = 1'b1;			 
			#160
			read_en  = 1'b0;			 
		end
		initial begin
			clk  = 1'b0;
			for(i = 0; i<=50; i = i+1) begin
				#10 clk = ~clk; 
			end
		end
endmodule 
```
`/design/flow/run.sh`:
```
#!/bin/bash
# OpenROAD 26Q1-2900-gdf79404cd8, Yosys 0.63+post, stock flow scripts
make -C /OpenROAD-flow-scripts/flow DESIGN_CONFIG=/design/flow/config.mk WORK_HOME=/design/flow/orfs finish
```
`/design/flow/constraint.sdc`:
```
current_design FIFO_buffer

set clk_period 3.1
set clk_io_pct 0.2

create_clock -name clk0 -period $clk_period [get_ports {clk}]

set non_clock_inputs [all_inputs -no_clocks]
set_input_delay [expr $clk_period * $clk_io_pct] -clock clk0 $non_clock_inputs
set_output_delay [expr $clk_period * $clk_io_pct] -clock clk0 [all_outputs]
```
`/design/flow/config.mk`:
```
export PLATFORM = sky130hd
export DESIGN_NAME = FIFO_buffer
export DESIGN_NICKNAME = FIFO_buffer
export VERILOG_FILES = /design/flow/design.v
export SDC_FILE = /design/flow/constraint.sdc
export NUM_CORES = 4
export LEC_CHECK = 1
export CORE_UTILIZATION = 40
```
==> impl_metrics.yaml <==
# yosys + openroad results
worst_setup_path:
  r2r_slack_ns: -0.61
  worstPathArrival_ns: 3.26
  r2r_cells: 10
  required_ns: 2.48
  setup.worst_path.start_class: "flop"
  r2r_end: "buffer[2][3]$_DFFE_PP_"
  critPathMaxFanout: 2
  r2r-start: "read_ptr[1]$_DFFE_NP0P_"
  worst_setup_path_end_kind: "primary output"
  path_class: "reg2out"
yosys:
  synth_cell_type_count: 46
  syn_avg_cell_area_sq_um: 14.5
  synthTopCellsByArea: "edfxtp_1, ha_1, dfrtn_1"
  ys_chip_area_sq_um: 3980
  top_cell_area_share: 0.642
  edf_count: 85
  async_reset_ff_frac: 0.0860
  yosysCellCount: 275
  flop_cell: "edfxtp_1"
  synth.cell_area_sq_um: 3980
  top_area_cell: "edfxtp_1"
  synth_warnings: 2
  synth_cells: 275
  ys_seq_elements: 93
  yosys.stat.seqShare: 0.692
min_path:
  whs_endpoint: "read_ptr[0]$_DFFE_NP0P_"
  hold_path_startpoint: "read_ptr[0]$_DFFE_NP0P_"
  min_path_cells: 2
  hold_path_class: "reg2reg"
route:
  routed_wirelength_um: 8980
  vias: 2551
  vias_per_cell: 5.29
  drc: 0
  wl_per_cell_um: 18.6
  drt_first_pass_iters: 4
  drt_iter0_markers: 150
  ant_nets: 0
  num_antenna_cells: 0
floorplan:
  die_y_um: 102
  core_area_sq_um: 9680
  initial_utilization: 0.411
  dieWidth_um: 102
  boundaryPins: 16
  die_area_sq_um: 10300
  fp-row-count: 36
power_and_ir_drop:
  p_leak_nw: 1.80
  power.total_mw: 5.12
  p_switching_mw: 1.98
  ir_drop_mv: 1.06
  seq_power_share: 0.314
  switching_share: 0.386
  clkPwrFrac: 0.169
  internal_power_mw: 3.14
  combPwrFrac: 0.517
  power_density_nw_per_um2: 980
clock_tree:
  clk_pin_slew_ns: 0.06
  numCtsBuffers: 9
  clk_latency_ns: 0.39
  cts_tree: "done"
  h-tree-depth: 3
  root_buffer: "clkbuf_8"
  hold_buffers: 0
  cts.sinks: 93
  clockBufferDepth: 2
timing:
  rsz0062_at_grt: "yes"
  slew_viol_final: 0
  tightest_slew_ns: 0.865
  finalSetupViolCount: 95
  relSlewSlack: 0.423
  setup_ws_ns: -0.784
  hold_violations: 0
  fin_skew_ns: 0.0599
layout:
  n_fill_cell: 755
  instances_no_fill: 482
  drive_above_1_share: 0.338
  mi_logic_area_sq_um: 1430
  area.sequential_sq_um: 2750
  finish.utilization: 0.539
  fin_area_sq_um: 5220
  syn2layout_area_growth_pct: 31.3
global_routing:
  grt_max_degree: 33
  antenna_found_initial: 0
  grt_overflow: 0
  grt_pass1_wl_um: 14000
  grt_usage: 0.199
  grt_pass1_vias: 2511
job:
  drv_cap: 0
  tool_warnings: 40
status:
  outcome: "finished, violations left"
  violations: "setup timing"
placement:
  placed_cells: 447
  post_dp_cell_area_sq_um: 4650
  io_buffer_count: 15
  gp_routability_congestion: 0.833
  hpwl_um: 5780
[worst max path at each step]
stage	startpoint	endpoint	slack, ns	cells after the start
after CTS	read_ptr[0]$_DFFE_NP0P_	FIFO_full	-0.84	7
after global routing	read_ptr[0]$_DFFE_NP0P_	FIFO_full	-0.86	7
final	read_ptr[1]$_DFFE_NP0P_	FIFO_full	-0.78	7
[cells by family after synthesis]
kind of cell / Yosys count / share of synthesized area
AOI/OAI and AO/OA: 64 / 0.115
xor gates and xnor gates: 14 / 0.0346
adders and majority gates: 9 / 0.0283
buffers and inverters: 25 / 0.0245
DFF: 93 / 0.692
muxes: 9 / 0.0271
and+or+nand+nor: 61 / 0.0777
[through the flow]
stage	hold slack (ns)	setup WS (ns)	setup TNS (ns)
2_1_floorplan	0.444	-0.531	-37.57
4_1_cts	0.587	-0.837	-40.09
3_3_place_gp	0.581	-0.841	-53.43
5_1_grt	0.650	-0.856	-47.11
3_5_place_dp	0.574	-0.834	-56.07
6_report	0.582	-0.784	-39.50
[critical path, cell delays in order (launching register included)]
cell	delay [ns]
dfrtn_1	0.44
inv_2	0.06
ha_4	0.27
xor2_2	0.14
nand2_2	0.07
or2_4	0.24
nor2_2	0.08
buf_2	0.09
[metal layers]
layer	global-route usage	wire length (um)	vias to the layer above
li1	-	-	1210
met1	0.312	3860	1232
met2	0.291	4170	98
met3	0.0805	810	11
met4	0.0334	135	0
met5	0	0	-
[registers in the layout (all words and copies together) (netlist names)]
signal,cells
buffer,80
FIFO_out,5
read_ptr,4
write_ptr,4
[Yosys cell counts (3+ instances only)]
| master | n |
|---|---|
| a21oi_1 | 10 |
| a221oi_1 | 3 |
| a222oi_1 | 5 |
| a22oi_1 | 12 |
| a31oi_1 | 5 |
| buf_2 | 3 |
| clkbuf_1 | 10 |
| dfrtn_1 | 4 |
| dfrtp_1 | 4 |
| edfxtp_1 | 85 |
| ha_1 | 9 |
| inv_1 | 9 |
| mux2_2 | 3 |
| mux2i_1 | 4 |
| nand2_1 | 12 |
| nand3_1 | 6 |
| nor2_1 | 10 |
| nor3_1 | 16 |
| nor4_1 | 6 |
| o21ai_0 | 13 |
| xnor2_1 | 7 |
| xor2_1 | 5 |
[power groups by stage]
stage	Sequential, mW	Combinational (mW)	Clock [mW]
6_report	1.61	2.65	0.863
4_1_cts	1.61	2.55	0.881
5_1_grt	1.62	2.86	0.932
[cells in the final DEF, fill, tap and decap left out, drive strengths merged, types with 2 or more instances in the layout]
| cell type | Yosys | final |
|---|---|---|
| a31oi | 5 | 5 |
| nor3 | 18 | 18 |
| a211oi | 2 | 2 |
| buf | 5 | 55 |
| dfrtp | 4 | 4 |
| o211ai | 2 | 2 |
| nand2b | 2 | 2 |
| nand2 | 12 | 12 |
| xnor2 | 7 | 7 |
| ha | 9 | 9 |
| dfrtn | 4 | 4 |
| nor4 | 6 | 6 |
| clkdlybuf4s50 | 0 | 8 |
| a22oi | 12 | 12 |
| nor2 | 10 | 10 |
| o31ai | 2 | 2 |
| mux2 | 4 | 4 |
| and3 | 2 | 2 |
| clkbuf | 10 | 16 |
| inv | 9 | 13 |
| nand3 | 6 | 6 |
| clkinv | 1 | 3 |
| a222oi | 5 | 5 |
| a22o | 2 | 2 |
| nor2b | 2 | 2 |
| xor2 | 7 | 7 |
| edfxtp | 85 | 85 |
| mux2i | 4 | 4 |
| nand3b | 2 | 2 |
| a221oi | 3 | 3 |
| a21oi | 10 | 10 |
| o21ai | 13 | 13 |
[area by class of cell]
type,count,area share
well taps,133,0.0319
repair buffers,69,0.116
clock buffers,12,0.0300
flip-flops and latches,93,0.527
multi-input cells,157,0.274
clock inverters,9,0.0141
inverters,9,0.00647
[repair_timing]
| action | 4_1_cts | 5_1_grt |
|---|---|---|
| setup endpoints to repair | 101 | 102 |
| gates resized | 47 | 12 |
| setup buffers | 8 | 8 |
| pin swaps | 15 | 10 |
